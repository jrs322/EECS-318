--- flow/design.v ---
module fulladder (
  input A,
  input B,
  input Cin,
  output Sum,
  output Cout
);
assign Sum = A ^ B ^ Cin;
assign Cout = (A & B) | (A & Cin) | (B & Cin);
endmodule
module n_bitadder #(  
   parameter WIDTH = 4
) (
  output [WIDTH-1:0] Sum,
  output Cout,
  input [WIDTH-1:0] A,
  input [WIDTH-1:0] B,
  input Cin
);
wire [WIDTH:0] w;
assign w[0] = Cin;
assign Cout = w[WIDTH];
genvar i;
  generate
   for(i = 0; i < WIDTH; i = i + 1)
   begin : FULL_ADDER
   fulladder U (.A(A[i]), .B(B[i]), .Cin(w[i]), .Sum(Sum[i]), .Cout(w[i+1]));
   end
  endgenerate
endmodule
module circuit2 (p_output, a_output, CLK, multiplier, multiplicand);
  input[3:0] multiplier, multiplicand;
  input CLK;
  output[3:0] p_output, a_output;
  wire[3:0] p_in_wire, adder_in_wire, p_output,adder_output;
  wire p_to_a_wire, DFF_in_wire, a_wire, LOAD,  DFF_out_wire;
  shift_reg_a #(4)a_module(CLK, p_to_a_wire, multiplier, a_wire, a_output);  
  shift_reg_p #(4)p_module(CLK, DFF_out_wire, adder_output, p_to_a_wire, p_output);  
  and first(adder_in_wire[0], a_wire, multiplicand[0]);
  and second(adder_in_wire[1], a_wire, multiplicand[1]);
  and third(adder_in_wire[2], a_wire, multiplicand[2]);
  and fourth(adder_in_wire[3], a_wire, multiplicand[3]);
  co_DFF dff_a(DFF_out_wire, CLK, DFF_in_wire);
  n_bitadder #(4) adder(adder_output, DFF_in_wire, adder_in_wire, p_output, 1'b0);
  initial begin
    $monitor("%d %d %d %b %b %b %b %b %b %b %d", $time, multiplier, multiplicand, a_wire, adder_in_wire, adder_output, DFF_in_wire, DFF_out_wire, p_output, a_output, {p_output,a_output});
  end
endmodule  
module co_DFF (q, clk, data);
  input data, clk;
  output q;
  reg q;
  initial
    q = 0;
  always @ ( posedge clk) begin
    q <= data;
  end
 endmodule
module shift_reg_p (CLK, SI, D, SO, FO);
  parameter k = 3;
  input[k-1:0] D;
  input  CLK, SI;
  output SO;
  output [k-1:0] FO;
  reg[k-1:0] tmp = 0;
  always @ (negedge CLK)
    tmp = D;
  always @ ( posedge CLK )
    tmp = {SI, tmp[k-1:1]};
  assign SO = tmp[0];
  assign FO = tmp;
endmodule  
module shift_reg_a (CLK, SI, D, SO, FO);
  parameter k = 3;
  input[k-1:0] D;
  input  CLK, SI;
  output SO;
  output [k-1:0] FO;
  reg[k-1:0] tmp = 0;
  always @ (D)
    tmp = D;
  always @ ( posedge CLK )
    tmp = {SI, tmp[k-1:1]};
  assign SO = tmp[0];
  assign FO = tmp;
endmodule  
--- flow/run.sh ---
#!/bin/bash
# OpenROAD 26Q1-2900-gdf79404cd8, Yosys 0.63+post, stock flow scripts
make -C /OpenROAD-flow-scripts/flow DESIGN_CONFIG=/design/flow/config.mk WORK_HOME=/design/flow/orfs finish
--- flow/config.mk ---
export PLATFORM = sky130hd
export DESIGN_NAME = circuit2
export DESIGN_NICKNAME = circuit2
export VERILOG_FILES = /design/flow/design.v
export SDC_FILE = /design/flow/constraint.sdc
export NUM_CORES = 4
export LEC_CHECK = 1
export CORE_AREA = 10 10 70 70
export DIE_AREA = 0 0 80 80
--- flow/constraint.sdc ---
current_design circuit2

set clk_period 2.2
set clk_io_pct 0.2

create_clock -name clk0 -period $clk_period [get_ports {CLK}]

set non_clock_inputs [all_inputs -no_clocks]
set_input_delay [expr $clk_period * $clk_io_pct] -clock clk0 $non_clock_inputs
set_output_delay [expr $clk_period * $clk_io_pct] -clock clk0 [all_outputs]
==> flow_metrics.tcl <==
# implementation run metrics
set metrics [dict create \
    edf_count 0 \
    haltStage "synthesis" \
    yosysCellCount 34 \
    status "did not finish" \
    async_flop_share_pct 0 \
    ys_types 7 \
    flop_cell "dfxtp_1" \
    synth_top_cell_by_count "dfxtp_1" \
    ys_top_cells_by_count "13 x dfxtp_1, 8 x buf_4, 5 x inv_1" \
    top_area_share_pct 59.9 \
    ys_area_sq_um 434 \
    synth_warnings 5 \
    error "ERROR: Found 8 problems in 'check -assert'." \
    synth_seq_share_pct 59.9 \
    yosys-top-cells-area "dfxtp_1 60%, fa_1 14%, buf_4 14%, and2_1 4.3%, inv_1 4.3%" \
    yosysTopAreaCell "dfxtp_1" \
    ys_seq_elements 13 \
]
[logic make-up after synthesis]
group	count (synthesis)	share of synthesized area [%]
adders and majority gates	4	16.7
buffers and inverters	13	18.2
DFF	13	59.9
and+or+nand+nor	4	5.19
