==> design/flow/design.v <==
module fulladder (
  input A,
  input B,
  input Cin,
  output Sum,
  output Cout
);
assign Sum = A ^ B ^ Cin;
assign Cout = (A & B) | (A & Cin) | (B & Cin);
endmodule
module n_bitadder #(  
   parameter WIDTH = 4
) (
  output [WIDTH-1:0] Sum,
  output Cout,
  input [WIDTH-1:0] A,
  input [WIDTH-1:0] B,
  input Cin
);
wire [WIDTH:0] w;
assign w[0] = Cin;
assign Cout = w[WIDTH];
genvar i;
  generate
   for(i = 0; i < WIDTH; i = i + 1)
   begin : FULL_ADDER
   fulladder U (.A(A[i]), .B(B[i]), .Cin(w[i]), .Sum(Sum[i]), .Cout(w[i+1]));
   end
  endgenerate
endmodule
module circuit4 (total_sum, sb_carry, in0, in1, in2, in3, in4, in5, in6, in7, in8, in9 );
  parameter n = 1;
  input[n-1:0] in0, in1, in2, in3, in4, in5, in6, in7, in8, in9;
  output[n+7:0] total_sum;
  output sb_carry;
  reg[n-1+8:0] zero;
  wire[n+7:0] sum1, carry1, sum2, carry2, sum3, carry3, sum4, carry4, sum5, carry5, sum6, carry6,  sum7, carry7, sum8, carry8;
  nbitCSA #(n, n) adder1(sum1[n:0], carry1[n:0], in0, in1, in2);
  nbitCSA #(n+1, n) adder2(sum2[n+1:0], carry2[n+1:0], sum1[n:0], carry1[n:0], in3);
  nbitCSA #(n+2, n) adder3(sum3[n+2:0], carry3[n+2:0], sum2[n+1:0], carry2[n+1:0], in4);
  nbitCSA #(n+3, n) adder4(sum4[n+3:0], carry4[n+3:0], sum3[n+2:0], carry3[n+2:0], in5);
  nbitCSA #(n+4, n) adder5(sum5[n+4:0], carry5[n+4:0], sum4[n+3:0], carry4[n+3:0], in6);
  nbitCSA #(n+5, n) adder6(sum6[n+5:0], carry6[n+5:0], sum5[n+4:0], carry5[n+4:0], in7);
  nbitCSA #(n+6, n) adder7(sum7[n+6:0], carry7[n+6:0], sum6[n+5:0], carry6[n+5:0], in8);
  nbitCSA #(n+7, n) adder8(sum8[n+7:0], carry8[n+7:0], sum7[n+6:0], carry7[n+6:0], in9);
  n_bitadder #(n+8)total_adder(total_sum, sb_carry, sum8, carry8, 1'b0);
  initial begin 
    $monitor("%d %b %d %b %b", $time,{sb_carry, total_sum}, {sb_carry, total_sum}, sum3, carry3);
  end
endmodule  
module nbitCSA(sum, co, a, b, cin);
  parameter n = 1;
  parameter true_n = 1;
  output[n:0] sum;
  output[n:0] co;
  input[n-1:0] a, b;
  input[true_n-1:0] cin;
  wire [n-1:0] new_cin; 
  assign new_cin[n-1:0] = cin; 
  assign co[0] = 1'b0;
  assign sum[n] = 1'b0;
  generate 
    genvar i; 
  	for (i = 0; i < n; i = i + 1) begin
    	  fulladder adder(.Sum(sum[i]), .Cout(co[i+1]), .A(a[i]), .B(b[i]), .Cin(new_cin[i]));
        end
  endgenerate
initial begin 
 $monitor("%b %b", co, sum, a, b, cin, new_cin);
end
endmodule
==> design/flow/run.sh <==
#!/bin/bash
# OpenROAD 26Q1-2900-gdf79404cd8, Yosys 0.63+post, stock flow scripts
make -C /OpenROAD-flow-scripts/flow DESIGN_CONFIG=/design/flow/config.mk WORK_HOME=/design/flow/orfs finish
==> design/flow/config.mk <==
export PLATFORM = sky130hd
export DESIGN_NAME = circuit4
export DESIGN_NICKNAME = circuit4
export VERILOG_FILES = /design/flow/design.v
export SDC_FILE = /design/flow/constraint.sdc
export NUM_CORES = 4
export LEC_CHECK = 1
export CORE_AREA = 10 10 70 70
export DIE_AREA = 0 0 80 80
==> design/flow/constraint.sdc <==
current_design circuit4

set clk_period 4.6
set clk_io_pct 0.2

create_clock -name clk0 -period $clk_period

set non_clock_inputs [all_inputs -no_clocks]
set_input_delay [expr $clk_period * $clk_io_pct] -clock clk0 $non_clock_inputs
set_output_delay [expr $clk_period * $clk_io_pct] -clock clk0 [all_outputs]
==> results.sh <==
# source this file to load flow results
export IMPL_status="complete, but fails checks"
export IMPL_violations="setup timing"
export IMPL_top_usage_layer="met2"
export IMPL_initCoreUtil_pct=16.96
export IMPL_holdPathStages=3
export IMPL_worstHoldEndpoint="total_sum[0]"
export IMPL_setup_viol=4
export IMPL_ys_cells=62
export IMPL_critical_path_max_fanout=2
export IMPL_hp_class="in -> out"
export IMPL_synth_warnings=18
export IMPL_endpoint_kind="output port"
export IMPL_leakage_nw=0.4013
export IMPL_synth_distinct_cells=11
export IMPL_yosysChipArea_um2=579.3
export IMPL_io_buffers=16
export IMPL_insertedDiodeCount=0
export IMPL_final_cell_count_no_fill=119
export IMPL_wl_per_cell_um=7.916
export IMPL_holdBufCountCts=0
export IMPL_row_count=21
export IMPL_dp_cells=118
export IMPL_drc_errors=0
export IMPL_ys_sh_simple_pct=3.024
export IMPL_ir_worst_vdd_v=0.0001591
export IMPL_grt_max_degree=4
export IMPL_overflow=0
export IMPL_hp_start="in9[0]"
export IMPL_io_pins=20
export IMPL_num_vias=365
export IMPL_cp_slowest_stage_delay_ns=0.54
export IMPL_first_pass_iters=2
export IMPL_synth_cell_area_um2=579.3
export IMPL_dieArea_um2=6400
export IMPL_drive_gt1_share_pct=50.68
export IMPL_grt_pass1_vias=416
export IMPL_fin_area_um2=897.1
export IMPL_rsz0062_at_grt="yes"
export IMPL_dp_hpwl_um=833.1
export IMPL_grt_pass1_wl_mm=1.635
export IMPL_die_x_um=80
export IMPL_grtUsageMet1_pct=3.986
export IMPL_fin_ws_ns=-1.144
export IMPL_max_clock_freq_ghz=0.1741
export IMPL_synth_xor_area_share_pct=7.127
export IMPL_worstPathRequired_ns=3.68
export IMPL_grtUsageMet2_pct=4.575
export IMPL_area_growth_pct=54.86
export IMPL_drt_iter0_drc=3
export IMPL_warnings=42
export IMPL_cp_arrival_ns=4.82
export IMPL_use_met3_pct=1.250
export IMPL_max_cap_violations=0
export IMPL_power_density_nw_per_um2=271.7
export IMPL_vias_per_cell=3.067
export IMPL_ys_sh_mux_pct=0
export IMPL_finalMaxSlewViolations=0
export IMPL_top_logic_kind="adder cells"
export IMPL_postRouteAntennaNets=0
export IMPL_core_area_um2=3416
export IMPL_syn_area_per_cell_um2=9.344
export IMPL_critPathKind="in -> out"
export IMPL_placed_area_um2=833.3
export IMPL_syn_inst=62
export IMPL_regArea_um2=0
export IMPL_p_total_uw=243.7
export IMPL_post_place_ws_ns=-2.049
export IMPL_crit_path_start_kind="input pin"
export IMPL_final_common_cell="inv_1"
export IMPL_fp_dieH_um=80
export IMPL_crit_slowest_cell="fa_1"
export IMPL_grt_usage_pct=2.958
export IMPL_antenna_found_initial=0
export IMPL_clock_buffers=0
export IMPL_n_sequential_cell=0
export IMPL_gp_congestion=0.7467
export IMPL_hold_violations=0
export IMPL_period_used_pct=124.9
export IMPL_ys_seq_share_pct=0
export IMPL_path_cells="buf_8 > inv_8 > fa_1 > inv_2 > ha_4 > ha_4 > ha_4 > and2_4 > fa_1 > ha_1 > ha_1 > inv_2 > fa_2 > fa_2 > fa_2 > inv_1 > buf_2"
export IMPL_routed_wirelength_um=942
export IMPL_period_minus_slack_ns=5.744
export IMPL_ys_sh_aoi_pct=0
export IMPL_setup_tns_final_ns=-3.344
export IMPL_adder_share_pct=63.93
export IMPL_lay_top_cells="inv_1 (13), ha_4 (12), clkdlybuf4s50_1 (7)"
## per-stage QoR
stage          hold WS [ns]  util [%]
3_3_place_gp          2.911     24.40
6_report              2.671     26.26
4_1_cts               2.679     25.82
2_1_floorplan         2.048         -
5_1_grt               2.697     26.26
3_5_place_dp          2.911     24.40
## final cells by class
cell class / count / area, um2
fill: 368 / 2519
inverter: 19 / 78.83
multi-input combinational: 36 / 616.8
tap: 46 / 57.56
timing repair buffer: 18 / 143.9
## timing repair
action	CTS	global route
cloned	0	0
pin swaps	14	4
buffers inserted	0	1
gates resized	39	5
endpoints found under the setup margin	6	5
## worst max-delay path, delay by kind of cell
family                     cells  cell delay, ns
adders and majority gates     10            3.41
buffers and inverters          6            0.32
and+or+nand+nor                1            0.15
## Yosys cell counts
cell | number | area (um2)
ha_1 | 20 | 250.2
inv_1 | 19 | 71.32
buf_4 | 10 | 75.07
fa_1 | 6 | 120.1
and2_1 | 1 | 6.260
and2_2 | 1 | 7.510
conb_1 | 1 | 3.750
nor2_1 | 1 | 3.750
xnor2_1 | 1 | 8.760
xnor3_2 | 1 | 23.77
xor2_1 | 1 | 8.760
## cells by family (layout without fill, tap and decap cells)
| family | after synthesis | count (layout) |
|---|---|---|
| buffers and inverters | 29 | 37 |
| XOR/XNOR | 3 | 3 |
| AND/OR/NAND/NOR | 3 | 3 |
| adder cells (fa/ha/maj) | 26 | 26 |
| other | 1 | 4 |
## power by group
group,leakage [nW],internal (mW),switching (mW),total [mW]
Combinational,0.401,0.144,0.0999,0.244
Clock,0,0,0,0
Sequential,0,0,0,0
## routing by layer
layer | vias to the layer above | share of wire, %
met1 | 161 | 50
li1 | 189 | -
met3 | 0 | 11
met5 | - | 0
met4 | 0 | 0
met2 | 15 | 39
## how the worst max path moves through the flow
| stage | startpoint | end | slack (ns) |
|---|---|---|---|
| after global routing | in2[0] | total_sum[4] | -1.24 |
| final | in2[0] | total_sum[4] | -1.14 |
| after CTS | in2[0] | total_sum[4] | -1.13 |
Power is estimated from default activity; no workload was simulated.
