--- flow/run.sh ---
#!/bin/bash
# OpenROAD 26Q1-2900-gdf79404cd8, Yosys 0.63+post, stock flow scripts
make -C /OpenROAD-flow-scripts/flow DESIGN_CONFIG=/design/flow/config.mk WORK_HOME=/design/flow/orfs finish
--- flow/constraint.sdc ---
current_design circuit3

set clk_period 8.0
set clk_io_pct 0.2

create_clock -name clk0 -period $clk_period

set non_clock_inputs [all_inputs -no_clocks]
set_input_delay [expr $clk_period * $clk_io_pct] -clock clk0 $non_clock_inputs
set_output_delay [expr $clk_period * $clk_io_pct] -clock clk0 [all_outputs]
--- flow/design.v ---
module fulladder (
  input A,
  input B,
  input Cin,
  output Sum,
  output Cout
);
assign Sum = A ^ B ^ Cin;
assign Cout = (A & B) | (A & Cin) | (B & Cin);
endmodule
module n_bitadder #(  
   parameter WIDTH = 4
) (
  output [WIDTH-1:0] Sum,
  output Cout,
  input [WIDTH-1:0] A,
  input [WIDTH-1:0] B,
  input Cin
);
wire [WIDTH:0] w;
assign w[0] = Cin;
assign Cout = w[WIDTH];
genvar i;
  generate
   for(i = 0; i < WIDTH; i = i + 1)
   begin : FULL_ADDER
   fulladder U (.A(A[i]), .B(B[i]), .Cin(w[i]), .Sum(Sum[i]), .Cout(w[i+1]));
   end
  endgenerate
endmodule
module circuit3 (product,multiplicand, multiplier);
  input[4:0] multiplier, multiplicand; 
  output[9:0] product; 
  wire select_val, msb, co1, co2, co3, co4, carry_out; 
  wire[4:0] flipped, choice, choice2, mux1, mux2, mux3, mux4, mux5; 
  wire[8:0] adder_in1, adder_in2, adder_in3, adder_in4, adder_in5, sum1, sum2, sum3, sum4; 
  assign select_val = multiplier[4]; 
  assign choice2 = multiplicand;
  input_shifter #(5) shft(flipped, multiplier);
  mux #(5) chooser(choice, multiplier, flipped, select_val);
  mux #(5) chooser1(mux1, 5'b00000, choice2,  choice[0]);
  assign adder_in1[8] = choice[0];
  assign adder_in1[7] = choice[0];
  assign adder_in1[6] = choice[0];
  assign adder_in1[5] = choice[0];
  assign adder_in1[4] = mux1[4];
  assign adder_in1[3] = mux1[3];
  assign adder_in1[2] = mux1[2];
  assign adder_in1[1] = mux1[1];
  assign adder_in1[0] = mux1[0];
  mux #(5) chooser2(mux2, 5'b00000, choice2,  choice[1]);
  assign adder_in2[8] = choice[1];
  assign adder_in2[7] = choice[1];
  assign adder_in2[6] = choice[1];
  assign adder_in2[5] = mux2[4];
  assign adder_in2[4] = mux2[3];
  assign adder_in2[3] = mux2[2];
  assign adder_in2[2] = mux2[1];
  assign adder_in2[1] = mux2[0];
  assign adder_in2[0] = 1'b0;
  mux #(5) chooser3(mux3, 5'b00000, choice2,  choice[2]);
  assign adder_in3[8] = choice[2]; 
  assign adder_in3[7] = choice[2];
  assign adder_in3[6] = mux3[4];
  assign adder_in3[5] = mux3[3];
  assign adder_in3[4] = mux3[2];
  assign adder_in3[3] = mux3[1];
  assign adder_in3[2] = mux3[0];
  assign adder_in3[1] = 1'b0;
  assign adder_in3[0] = 1'b0;
  mux #(5) chooser4(mux4,5'b00000, choice2,  choice[3]);
  assign adder_in4[8] = choice[3];
  assign adder_in4[7] = mux4[4];
  assign adder_in4[6] = mux4[3];
  assign adder_in4[5] = mux4[2];
  assign adder_in4[4] = mux4[1];
  assign adder_in4[3] = mux4[0];
  assign adder_in4[2] = 1'b0;
  assign adder_in4[1] = 1'b0;
  assign adder_in4[0] = 1'b0;
  mux #(5) chooser5(mux5,5'b00000, choice2, choice[4]);	
  assign adder_in5[8] = mux5[4];
  assign adder_in5[7] = mux5[3];
  assign adder_in5[6] = mux5[2];
  assign adder_in5[5] = mux5[1];
  assign adder_in5[4] = mux5[0];
  assign adder_in5[3] = 1'b0;
  assign adder_in5[2] = 1'b0;
  assign adder_in5[1] = 1'b0;
  assign adder_in5[0] = 1'b0;
  n_bitadder #(9) adder(sum1, co1, adder_in1, adder_in2, 1'b0);
  n_bitadder #(9) adder1(sum2, co2, adder_in3, adder_in4, 1'b0);
  n_bitadder #(9) adder2(sum3, co3, sum1, sum2, 1'b0);	
  n_bitadder #(9) adder3(sum4, co4, sum3, adder_in5, 1'b0);
  assign carry_out = (co1 | co2) | (co3 | co4); 
  assign product = {carry_out, sum4}; 
  initial begin 
    $monitor("%b %b %b %b %b %b %b %b %b %b %b %b %b", product, multiplier, multiplicand, adder_in1, adder_in2, adder_in3, adder_in4, adder_in5, mux1, mux2, mux3, mux4, mux5);
  end
endmodule
module input_shifter(choice, in);  
  parameter n = 2;
  input[n-1:0] in;
  output[n-1:0] choice;
  wire[n-1:0] choice, flip, twoc, zero;
  assign zero = 0; 
  assign flip = ~in;
  n_bitadder#(n) adder(choice, co, flip, zero, 1'b1);
endmodule
module mux(mux_out,din1,din2, select);
  parameter n = 1;
    input select;
    input[n-1:0] din1, din2;
    output[n-1:0] mux_out;
    wire[n-1:0] mux_out;
    assign mux_out = (select) ? din2 : din1;
endmodule
--- flow/config.mk ---
export PLATFORM = sky130hd
export DESIGN_NAME = circuit3
export DESIGN_NICKNAME = circuit3
export VERILOG_FILES = /design/flow/design.v
export SDC_FILE = /design/flow/constraint.sdc
export NUM_CORES = 4
export LEC_CHECK = 1
export CORE_AREA = 10 10 90 90
export DIE_AREA = 0 0 100 100
==> qor.log <==
[global_route] vias in the first global route 734
[hold_path] worst hold path type in -> out
[critical_path] CP cell instances buf_8, inv_6, ha_4, mux2_4, and2_4, ha_4, fa_2, fa_2, inv_2, fa_1, fa_2, fa_2, fa_2, fa_2, inv_2, fa_1, inv_2, fa_2, or4b_4, buf_6
[place] detailed-placement wirelength estimate 1782 um
[global_route] wire length of the first global-routing pass 3381 um
[critical_path] highest cell delay on the worst timing path 0.45 ns
[detailed_routing] Final Routed Wirelength 1834 um
[floorplanning] starting density of the core 0.1409
[place] number of port buffers 20
[synth] synth top area cells fa_1 (50%), ha_1 (9.9%), inv_1 (9.3%), buf_4 (8.5%), and2_1 (7.1%)
[global_route] total global routing track utilization 0.03982
[timing] endpoints failing setup 1
[critical_path] cell at the slowest stage of the critical path or4b_4
[flow_run] total number of warnings across the stage logs 36
[cells_and_area] number of sequential cells 0
[detailed_routing] count of antenna diodes in the layout 0
[timing] worst slew pin tran 0.2230 ns
[synth] summed standard-cell area reported by yosys 884.6 sq um
[power] Overall Power 146.9 uW
[detailed_routing] via count normalized by instance count 3.305
[synth] total standard cell area after synthesis 884.6 sq um
[synth] share of Yosys cell area claimed by the top area cell type 0.4979
[critical_path] cell with the most instances on the worst path fa_2
[cells_and_area] Reg area 0 sq um
[synth] Syn. warnings 3
[detailed_routing] Iter 0 DRT Violations 22
[critical_path] data arrival at the endpoint of the critical path 6.43 ns
[global_route] global route overflow 0
[synth] largest area contributor in the synthesized netlist fa_1
[timing] RSZ-0062 raised after global routing true
[floorplanning] core area 0.006277 sq mm
[power] Max VDD drop 38.03 uV
[timing] share of the clock period used by the worst path after layout 1.003
[synth] per-instance average area after synthesis 9.721 sq um
[floorplanning] number of top-level pins 20
[synth] Yosys Instances 91
[floorplanning] cell row count 29
[critical_path] sort of element at the end of the critical path output port
[detailed_routing] Initial DRT Pass Iterations 2
[cells_and_area] Filler cells 673
[run_status] violations in the final reports setup timing
[critical_path] Worst Path Buf+Inv 6
[timing] Hold Vio Cnt, Final 0
[critical_path] Worst path depth 20
[cells_and_area] final cell count without fillers 190
[timing] final period demand of the worst path 8.026 ns
[synth] library cells used by synthesis 12
[floorplanning] die width 100 um
[hold_path] Hold Crit Endpoint product[9]
[global_route] number of antenna violations at the first check in global routing 0
[synth] Syn Inst Count 91
[cells_and_area] post-route core utilization 0.2017
[power] static leakage 0.5353 nW
[cells_and_area] count of clock-net buffers in the final layout 0
[timing] final slew viol count 0
[cells_and_area] area overhead of the layout relative to synthesis 43.14%
[floorplanning] Die Y-Extent 100 um
[critical_path] crit start category input port
[critical_path] maximum net fanout on the critical path 2
[place] cell count after placement 189
[place] worst slack at placement -0.9017 ns
[run_status] run status complete, but fails checks
[timing] fmax 124.6 MHz
[hold_path] startpoint of the most critical hold path multiplier[0]
[flow_run] max cap viols 0
[synth] commonest cells in the synthesized netlist fa_1 (22), inv_1 (22), and2_1 (10), buf_4 (10), nand2_1 (9)
[place] gpl congestion 0.8307
[detailed_routing] average detailed-routed wire length per instance 9.653 um
[critical_path] critical path required time 6.40 ns
[timing] normalized max-slew margin 0.8513
[detailed_routing] detailed-route via count 628
[global_route] largest net degree at the start of global routing 9
[floorplanning] area of the die 0.01000 sq mm
[hold_path] count of cells along the worst hold path 5
[detailed_routing] number of nets still failing antenna checks after routing 0
[critical_path] cell family contributing the most delay on the critical path adder cells
[power] total power per unit cell area 116.0 mW/mm^2
[timing] Fin Setup TNS -0.02625 ns
[detailed_routing] remaining design rule violation count 0
[critical_path] critical path class in -> out
[cells_and_area] share of layout cells above drive strength 1 0.3894
[timing] worst path setup slack after routing -0.02625 ns
[synth] Seq/Total Area, Yosys 0
through the flow:
stage / cell area [sq um] / hold slack, ns
2_1_floorplan: 937.1 / 3.376
3_3_place_gp: 1237 / 4.344
3_5_place_dp: 1237 / 4.338
4_1_cts: 1247 / 3.849
5_1_grt: 1266 / 3.905
6_report: 1266 / 3.841
placed cells by master (no fill, tap or decap), drive strengths merged:
cell | netlist | final
fa | 22 | 22
ha | 7 | 7
buf | 11 | 17
inv | 22 | 22
mux2 | 3 | 3
nand2 | 9 | 9
or4b | 1 | 1
dlygate4sd2 | 0 | 1
and3 | 1 | 1
and2 | 11 | 11
clkdlybuf4s50 | 0 | 15
nand3 | 4 | 4
how the worst max path moves through the flow:
stage                  from    endpoint  slack, ns
finish        multiplier[0]  product[9]      -0.03
CTS           multiplier[0]  product[9]      -0.03
global route  multiplier[0]  product[9]      -0.18
cells by family (layout without fill, tap and decap cells):
kind of cell / Yosys count / in the layout / share of synthesized area
and+or+nand+nor: 26 / 26 / 0.1612
adders and majority gates: 29 / 29 / 0.5969
buffers and inverters: 33 / 55 / 0.1909
muxes: 3 / 3 / 0.05092
power breakdown:
part	total (mW)	switching, mW	internal [mW]
sequential	0	0	0
combinational	0.147	0.0588	0.0881
clock	0	0	0
worst min-delay path, stage by stage:
cell	delay, ns
buf_8	0.08
buf_4	0.16
fa_1	0.20
or4b_4	0.12
buf_6	0.07
layer usage:
metal | global-route usage | routed length [um] | share of wire | up-vias
met5 | 0 | 0 | 0 | -
met4 | 0 | 0 | 0 | 0
met3 | 0.006246 | 57 | 0.031 | 0
met2 | 0.07865 | 1049 | 0.57 | 10
met1 | 0.04620 | 728 | 0.40 | 318
li1 | - | - | - | 300
final cells by class:
cell class	instances	area, sq um	share of cell area
timing repair buffer	33	302.8	0.2391
multi-input combinational	58	777.0	0.6136
tap	77	96.34	0.07609
inverter	22	90.09	0.07115
repair_timing:
item / 4_1_cts / 5_1_grt
buffers inserted: 1 / 0
pin swaps: 13 / 2
hold buffers: 0 / 0
gates cloned: 0 / 0
hold endpoints to repair: 0 / 0
resized: 23 / 5
setup endpoints to repair: 4 / 3
Power figures rest on the tool's default switching activity, not on a simulated workload.
